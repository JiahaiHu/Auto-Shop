`./run.sh`:
```
#!/bin/bash
# OpenROAD 26Q1-2900-gdf79404cd8, Yosys 0.63+post, stock flow scripts
make -C /OpenROAD-flow-scripts/flow DESIGN_CONFIG=/design/flow/config.mk WORK_HOME=/design/flow/orfs finish
```
`./config.mk`:
```
export PLATFORM = sky130hd
export DESIGN_NAME = main
export DESIGN_NICKNAME = main
export VERILOG_FILES = /design/flow/design.v
export SDC_FILE = /design/flow/constraint.sdc
export NUM_CORES = 4
export LEC_CHECK = 1
export CORE_UTILIZATION = 30
```
`./constraint.sdc`:
```
current_design main

set clk_period 7.0
set clk_io_pct 0.2

create_clock -name clk0 -period $clk_period [get_ports {clk100MHZ}]

set non_clock_inputs [all_inputs -no_clocks]
set_input_delay [expr $clk_period * $clk_io_pct] -clock clk0 $non_clock_inputs
set_output_delay [expr $clk_period * $clk_io_pct] -clock clk0 [all_outputs]
```
`./design.v`:
```
`timescale 1ns / 1ps
module BCD(
	input [4:0]		   binary,	 
	output reg [7:0]   bcd       
);
    initial begin
        bcd = 0;
    end
    always @(binary) begin
        bcd[3:0] = binary % 4'b1010;
        bcd[7:4] = binary / 4'b1010;
    end
endmodule
`timescale 1ns / 1ps
module FSM(
    input               power,           
    input               clk,             
    input               insert,          
    input [1:0]         coin_val,        
    input [1:0]         drink_op,        
    input               cancel_flag,     
    output reg          hold_ind,        
    output reg          drink_1_ind,     
    output reg          drink_2_ind,     
    output reg          drinktk_ind,     
    output reg          charge_ind,      
    output reg [5:0]    coin_sum         
);
    parameter DRINK_1 = 5,
              DRINK_2 = 10,
              SUM_MAX = 40;
    parameter s0 = 3'b000,
              s1 = 3'b001,
              s2 = 3'b010,
              s3 = 3'b011,
              s4 = 3'b100,   
              s5 = 3'b101;   
    reg [2:0] state;
    initial begin
        hold_ind = 0;
        drink_1_ind = 0;
        drink_2_ind = 0;
        drinktk_ind = 0;
        charge_ind = 0;
        coin_sum = 0;
        state = 0;
    end
    always @(posedge clk) begin
        if (power == 1) begin
            if (insert == 1) begin
                if (coin_val == 2'b01) begin     
                    if (coin_sum + 1 * 2 <= SUM_MAX)
                        coin_sum = coin_sum + 1 * 2;
                end
                else if (coin_val == 2'b10) begin    
                    if (coin_sum + 10 * 2 <= SUM_MAX)
                        coin_sum = coin_sum + 10 * 2;
                end
            end
            else begin
                case (state)
                    s2:
                        if (drink_op == 1)
                            coin_sum = coin_sum - 5;
                    s3:
                        begin
                            if (drink_op == 1)
                                coin_sum = coin_sum - 5;
                            else if (drink_op == 2)
                                coin_sum = coin_sum - 10;
                        end
                    s5:
                        coin_sum = 0;    
                    default :
                        coin_sum = coin_sum;
                endcase
            end
            if (coin_sum < 5) begin
                    drink_1_ind = 0;
                    drink_2_ind = 0;
            end
            else if (coin_sum < 10) begin
                drink_1_ind = 1;
                drink_2_ind = 0;
            end
            else begin
                drink_1_ind = 1;
                drink_2_ind = 1;
            end
        end
        else begin
            coin_sum = 0;
            drink_1_ind = 0;
            drink_2_ind = 0;
        end
    end
    always @(posedge clk) begin
        if (power) begin
            case (state)
                s0:
                    begin
                        if (coin_sum > 0) begin
                            if (coin_sum < 5)
                                state = s1;
                            else if (coin_sum <= 40)
                                state = s3;
                        else
                            state = s0;
                        end
                    end
                s1:
                    begin
                        if (cancel_flag == 1) begin
                            if (coin_sum > 0)
                                state = s5;
                            else
                                state = s0;
                        end
                        else if (coin_sum >= 5) begin
                            if (coin_sum < 10)
                                state = s2;
                            else if (coin_sum <= 40)
                                state = s3;
                        end
                        else
                            state = s1;
                    end
                s2:
                    begin
                        if (cancel_flag == 1)
                            state = s5;
                        else if (drink_op == 1)
                            state = s4;
                        else if (coin_sum >= 10)
                            state = s3;
                        else
                            state = s2;
                    end
                s3:
                    begin
                        if (cancel_flag == 1)
                            state = s5;
                        else if (drink_op == 1)
                            state = s4;
                        else if (drink_op == 2)
                            state = s4;
                        else
                            state = s3;
                    end
                s4:
                    begin
                        if (coin_sum < 5)
                            state = s1;
                        else if (coin_sum < 10)
                            state = s2;
                        else
                            state = s3;
                    end
                s5:
                    begin
                        state = s0;
                    end
                default:
                    state = s0;
            endcase
        end
        else begin
            if (state == s5)
                state = s0;
            else if (state == s0)
                state = s0;
            else
                state = s5;
        end
    end
    always @(state) begin
        case (state)
            s0:
                begin
                    hold_ind = 0;
                    drinktk_ind = 0;
                    charge_ind = 0;
                end
            s1:
                begin
                    hold_ind = 1;
                    drinktk_ind = 0;
                    charge_ind = 0;
                end
            s2:
                begin
                    hold_ind = 1;
                    drinktk_ind = 0;
                    charge_ind = 0;
                end
            s3:
                begin
                    hold_ind = 1;
                    drinktk_ind = 0;
                    charge_ind = 0;
                end
            s4:
                begin
                    hold_ind = 1;
                    drinktk_ind = 1;
                    charge_ind = 0;
                end
            s5:
                begin
                    hold_ind = 1;
                    drinktk_ind = 0;
                    charge_ind = 1;
                end
            default :
                begin
                    hold_ind = 0;
                    drinktk_ind = 0;
                    charge_ind = 0;
                end
        endcase
    end
endmodule
`timescale 1ns / 1ps
module counter(clk, out);
	input                   clk;	 
    output reg [2:0]        out;	 
    initial out = 0;
    always @(posedge clk) begin		 
        out <= out + 1;
    end
endmodule
`timescale 1ns / 1ps
module decoder3_8(num, sel);
	input [2:0]       num;       	 
    output reg [7:0]  sel;           
    always @(num) begin
        case(num)
            3'd0: sel = 8'b11111110;
            3'd1: sel = 8'b11111101;
            3'd2: sel = 8'b11111011;
            3'd3: sel = 8'b11110111;
            3'd4: sel = 8'b11101111;
            3'd5: sel = 8'b11011111;
            3'd6: sel = 8'b10111111;
            3'd7: sel = 8'b01111111;
            default: sel = 8'b11111111;
        endcase
    end
endmodule
`timescale 1ns / 1ps
module dig_dec(
	input				hold,
	input				clk,
	input [5:0]			coin_sum,	 
	output reg [39:0] 	dig
);
	wire [7:0] bcd;
	initial begin
		dig = 0;
	end
	BCD _bcd(
		.binary(coin_sum[5:1]),
		.bcd(bcd)
	);
	always @(posedge clk) begin
		if (hold == 1) begin	 
			if (coin_sum[0] == 1) begin
				dig[3:0] = 4'b0101;
			end
			else begin
				dig[3:0] = 4'b0000;
			end
			dig[13:10] = bcd[7:4];
			dig[8:5] = bcd[3:0];
			dig[4] = 0;
			dig[9] = 1;
			dig[14] = 0;
			dig[19:15] = 5'b11111;
			dig[24:20] = 5'b11111;
			dig[29:25] = 5'b11111;
			dig[34:30] = 5'b11111;
			dig[39:35] = 5'b11111;
		end
		else begin	 
			dig[14:0]  = 15'b11111_11111_11111;	 
			dig[19:15] = 5'b01101;	 
			dig[24:20] = 5'b01100;	 
			dig[29:25] = 5'b01100;	 
			dig[34:30] = 5'b01011;	 
			dig[39:35] = 5'b01010;	 
		end
	end
endmodule
`timescale 1ns / 1ps
module seven_seg_display(
    input             power,
	input             clk100MHZ,
    input [39:0]      dig,
    output [7:0]      SEG,
    output [7:0]      AN
);
	wire		clk_N;
	wire [2:0]	num;
	wire [4:0]	data;
	divider #(5000) _divider(.clk(clk100MHZ), .clk_N(clk_N));
    counter _counter(.clk(clk_N), .out(num));
	decoder3_8 _d38(.num(num), .sel(AN));
	display_sel _ds(.num(num), .dig(dig), .code(data));
	seven_seg_dec _ssd(.power(power), .data(data), .segments(SEG));
endmodule
`timescale 1ns / 1ps
module display_sel(num, dig, code);
	input [2:0]			num;		 
	input [39:0]		dig;
	output reg [4:0]	code;		 
	always @(num) begin
        case(num)
            3'd0: code = dig[4:0];
            3'd1: code = dig[9:5];
            3'd2: code = dig[14:10];
            3'd3: code = dig[19:15];
            3'd4: code = dig[24:20];
            3'd5: code = dig[29:25];
            3'd6: code = dig[34:30];
            3'd7: code = dig[39:35];
            default: code = 5'b00000;
        endcase
    end
endmodule
`timescale 1ns / 1ps
module divider (clk, clk_N);
    input			clk;					 
    output reg      clk_N;					 
    parameter	    N = 50_000_000;          
    reg [31:0]      counter;                 
    always @(posedge clk) begin             
        if(counter == N) begin
        	clk_N <= ~clk_N;
            counter <= 32'h0;
        end   
        else
            counter <= counter + 1;
    end
endmodule
`timescale 1ns / 1ps
module main(
    input           power,
    input			clk100MHZ,
    input			insert,
	input [1:0]     coin_val,
    input [1:0]     drink_op,
    input           cancel_flag,
	output			hold_ind,
    output			drink_1_ind,
    output			drink_2_ind,
    output			drinktk_ind,
    output			charge_ind,
    output          power_ind,
    output [7:0]    AN,
    output [7:0]    SEG,
    output          clk_1HZ
);
    wire [39:0]     dig;
    wire [5:0]		coin_sum;
    wire hold;
    assign hold = hold_ind;
    assign power_ind = power;
    divider _1HZ(.clk(clk100MHZ), .clk_N(clk_1HZ));
    FSM _FSM(
        .power(power),
        .clk(clk_1HZ),
        .insert(insert),
        .coin_val(coin_val),
        .drink_op(drink_op),
        .cancel_flag(cancel_flag),
        .hold_ind(hold_ind),
        .drink_1_ind(drink_1_ind),
        .drink_2_ind(drink_2_ind),
        .drinktk_ind(drinktk_ind),
        .charge_ind(charge_ind),
        .coin_sum(coin_sum)
    );
    dig_dec _dd(
        .hold(hold),
        .clk(clk100MHZ),
    	.coin_sum(coin_sum),
    	.dig(dig)
    );
    seven_seg_display _dis(
        .power(power),
        .clk100MHZ(clk100MHZ),
        .dig(dig),
        .SEG(SEG),
        .AN(AN)
    );
endmodule
`timescale 1ns / 1ps
module seven_seg_dec(
    input               power,
	input [4:0]         data,
    output reg [7:0]    segments
);
	always @(data) begin
        if (power == 1) begin
            case(data)
                5'b00000: segments = 8'b000_0001_1;  
                5'b00001: segments = 8'b100_1111_1;  
                5'b00010: segments = 8'b001_0010_1;  
                5'b00011: segments = 8'b000_0110_1;  
                5'b00100: segments = 8'b100_1100_1;  
                5'b00101: segments = 8'b010_0100_1;  
                5'b00110: segments = 8'b010_0000_1;  
                5'b00111: segments = 8'b000_1111_1;  
                5'b01000: segments = 8'b000_0000_1;  
                5'b01001: segments = 8'b000_1100_1;  
                5'b10000: segments = 8'b000_0001_0;  
                5'b10001: segments = 8'b100_1111_0;  
                5'b10010: segments = 8'b001_0010_0;  
                5'b10011: segments = 8'b000_0110_0;  
                5'b10100: segments = 8'b100_1100_0;  
                5'b10101: segments = 8'b010_0100_0;  
                5'b10110: segments = 8'b010_0000_0;  
                5'b10111: segments = 8'b000_1111_0;  
                5'b11000: segments = 8'b000_0000_0;  
                5'b11001: segments = 8'b000_1100_0;  
                5'b01010: segments = 8'b100_1000_1;  
                5'b01011: segments = 8'b011_0000_1;  
                5'b01100: segments = 8'b111_0001_1;  
                5'b01101: segments = 8'b000_0001_1;  
                default:  segments = 8'b111_1111_1;
            endcase
        end
        else begin
            segments = 8'b111_1111_1;
        end
    end
endmodule
```
==> out/results.tsv <==
stage	metric	value	unit
run_status	status	finished, final reports clean	
clock_tree	Num CTS Buffers	9	
job	number of max-cap violations	0	
timing	Final Hold Vio Count	0	
timing	register pins left without a clock	14	
pwr	combinational power share	3.2	%
cells_and_area	number of fill cells in the layout	1781	
timing	Slew Limit Fails	0	
clock_tree	post-CTS setup buffers	0	
placement	hpwl dp	8910	um
cells_and_area	fin area	6260	sq um
global_route	gr usage total	13.7	%
clock_tree	clk ins delay skew pair	0.32	ns
job	OpenROAD warning count	52	
global_route	antenna violations before repair	0	
route	ant diodes	0	
timing	RSZ-0062 raised after global routing	no	
worst_setup_path	max incr delay on CP	0.84	ns
route	drt drc	0	
worst_setup_path	Reg2Reg Setup Slack	4.78	ns
pwr	Int Pwr	0.000806	W
route	via count	4547	
synthesis	Post-synth ARST share	0	%
timing	fmax	198	MHz
route	drt first-iter violations	275	
worst_setup_path	Worst Path Required	5.60	ns
route	Vias/cell	5.02	
synthesis	Seq/Total Area, Yosys	34.7	%
die	FP Rows	48	
clock_tree	clk buf depth	2	
clock_tree	clock transition at the registers of the reported paths	0.06	ns
min_path	Hold Path Class	flip-flop to flip-flop	
worst_setup_path	CP max stage cell	clkdlybuf4s50_1	
worst_setup_path	worst-path fanout max	15	
worst_setup_path	Reg-to-Reg Start	_1HZ.counter[5]$_SDFF_PN0_	
placement	routability cong.	0.925	
cells_and_area	Syn-to-layout area delta	16.1	%
timing	worst-margin pin slew	0.823	ns
min_path	hold depth	1	
synthesis	number of enable flip-flop cells	5	
die	Ports	31	
route	drt wl/cell	13.3	um
clock_tree	post-CTS sizing	0	
synthesis	Yosys warnings	9	
synthesis	Post-Syn Area per Cell	8.31	sq um
worst_setup_path	Critical Path Stages	4	
timing	endpoints left unconstrained	40	
clock_tree	H-tree depth	3	
synthesis	Synth Register Bits	91	
route	Final ANT Viol Nets	0	
timing	Fin Setup TNS	0	ns
cells_and_area	layout cells sized above 1	5.44	%
global_route	vias in the first global route	4195	
worst_setup_path	CP top delay family	buffers and inverters	
worst_setup_path	critical path type	input port to output pin	
min_path	WHS Endpoint	_1HZ.counter[31]$_SDFF_PN0_	
pwr	Clk pwr share	52.3	%
timing	fin crit period	5.06	ns
die	die area	18500	sq um
route	length of the first detailed-routing pass in iterations	5	
worst_setup_path	CP bufs+invs	3	
synthesis	synthesized area	5390	sq um
clock_tree	CTS tree	built	
route	WL final	12000	um
global_route	largest net degree at the start of global routing	27	
clock_tree	Clk Tree Root Cell	clkbuf_16	
synthesis	Dominant flop cell	dfxtp_1	
min_path	hold path start	_1HZ.counter[31]$_SDFF_PN0_	
synthesis	Post-Syn Instances	649	
timing	clk_skew	0.00650	ns
die	die width	136	um
die	DIE HEIGHT	136	um
timing	slew margin rel.	44.9	%
pwr	sequential share of power	44.5	%
pwr	Leak Pwr	2.45	nW
die	FP Util	31.0	%
worst_setup_path	Worst setup SP type	input port	
worst_setup_path	Crit. End Element	output pin	
worst_setup_path	Critical Path Start	power	
synthesis	synthesis area per yosys	5390	sq um
worst_setup_path	CP arrival	3.66	ns
pwr	switching power	0.000184	W
timing	final setup fails	0	
synthesis	Yosys Instances	649	
die	core region area	17400	sq um
pwr	Max VDD drop	0.158	mV
global_route	total grt overflow	0	
placement	placed inst area	5920	sq um
timing	cycle use final	72.3	%
worst_setup_path	critical path, cell by cell	clkdlybuf4s50_1 -> clkinv_1 -> or4_1 -> clkdlybuf4s50_1	
clock_tree	Hold Buf Count CTS	0	
pwr	Sw Ratio	18.6	%
worst_setup_path	most used cell, CP	clkdlybuf4s50_1	
worst_setup_path	Worst R2R End	_1HZ.counter[31]$_SDFF_PN0_	
pwr	Cell Pwr Density	158	nW/um^2
synthesis	Synth cell types	70	
placement	PortBufs	30	
worst_setup_path	FF-to-FF path depth	7	
global_route	first-pass GRT wire length	20300	um
[how the worst max path moves through the flow]
stage and end:
6_report SEG[7], 4_1_cts SEG[7], 5_1_grt SEG[7]
[state kept, by name, summed over array words and instances, names as in the netlist]
| register | count |
|---|---|
| _FSM.drink_1_ind | 1 |
| _1HZ.counter | 32 |
| _FSM.state | 3 |
| _dis._divider.clk_N | 1 |
| _FSM.drink_2_ind | 1 |
| _dis._counter.out | 3 |
| _FSM.coin_sum | 6 |
| _dis._divider.counter | 32 |
| _dd.dig | 11 |
| _1HZ.clk_N | 1 |
[through the flow]
stage | cells | setup WS (ns) | util [%] | power [W] | hold WS [ns]
2_1_floorplan | 649 | 3.57 | - | 0.000468 | 0.430
3_3_place_gp | 890 | 1.93 | 34.0 | 0.000482 | 0.442
3_5_place_dp | 890 | 1.91 | 34.0 | 0.000482 | 0.449
4_1_cts | 905 | 1.91 | 36.0 | 0.00100 | 0.458
5_1_grt | 905 | 1.77 | 36.0 | 0.00102 | 0.474
6_report | 905 | 1.94 | 36.0 | 0.000990 | 0.459
[placed cells by master, fill, tap and decap left out, drive strengths merged, types with 6 or more instances in the layout]
master,n
a21oi,26
a31oi,7
and2,6
and3,18
clkbuf,12
clkdlybuf4s50,30
dfxtp,86
ha,37
inv,38
nand2,74
nand2b,6
nand3,34
nand4,15
nor2,61
nor3,18
nor4,11
o211ai,8
o21ai,26
xnor2,41
xor2,25
[kinds of logic after synthesis]
family | count (synthesis) | share of synthesized area (%)
compound gates | 120 | 15.2
other cells | 1 | 0.0695
mux | 4 | 0.765
simple gates | 271 | 25.3
xor+xnor | 66 | 10.7
buf+inv | 58 | 4.41
fa+ha+maj | 38 | 8.77
flops | 91 | 34.7
[worst reg2reg max path, stage by stage, from the launching register on]
cell and delay (ns):
dfxtp_1 0.41, nand4_1 0.26, nor4_2 0.47, and3_1 0.26, and3_1 0.25, nand4_1 0.19
nor2_1 0.15, xor2_1 0.16
[cell type report]
cell class | instances | area [sq um] | share of cell area (%)
sequential | 91 | 1870 | 29.9
inverter | 39 | 146 | 2.34
clock buffer | 12 | 278 | 4.43
tap | 225 | 282 | 4.49
timing repair buffer | 35 | 338 | 5.39
clock inverter | 3 | 65.1 | 1.04
multi-input combinational | 500 | 3280 | 52.4
[synthesized netlist by cell type, types with 4 or more instances]
| library cell | number | area share, % |
|---|---|---|
| dfxtp_1 | 86 | 32 |
| nand2_1 | 74 | 5.1 |
| nor2_1 | 61 | 4.2 |
| xnor2_1 | 41 | 6.7 |
| ha_1 | 37 | 8.6 |
| inv_1 | 37 | 2.6 |
| nand3_1 | 34 | 3.2 |
| o21ai_0 | 26 | 2.4 |
| a21oi_1 | 25 | 2.3 |
| xor2_1 | 25 | 4.1 |
| and3_1 | 18 | 2.1 |
| nor3_1 | 17 | 1.6 |
| nand4_1 | 15 | 1.7 |
| clkbuf_1 | 9 | 0.63 |
| nor4_1 | 8 | 0.93 |
| o211ai_1 | 8 | 1.1 |
| a31oi_1 | 7 | 0.81 |
| buf_2 | 7 | 0.65 |
| and2_1 | 6 | 0.70 |
| a31o_2 | 5 | 0.81 |
| edfxtp_1 | 5 | 2.8 |
| nand2b_1 | 5 | 0.58 |
| nor2b_1 | 5 | 0.58 |
| nor4b_1 | 5 | 0.81 |
| a21o_1 | 4 | 0.56 |
[power groups by stage]
stage	Sequential (W)	Combinational, W	Clock [W]
finish	0.000441	0.0000316	0.000517
global route	0.000441	0.0000348	0.000547
CTS	0.000441	0.0000315	0.000528
[metal layers]
| metal | wire [um] | vias to the layer above | global-route usage [%] |
|---|---|---|---|
| li1 | - | 2334 | - |
| met1 | 6210 | 2117 | 20.9 |
| met2 | 5290 | 82 | 21.5 |
| met3 | 391 | 14 | 1.29 |
| met4 | 145 | 0 | 2.10 |
| met5 | 0 | - | 0 |
Power is estimated from default activity; no workload was simulated.
